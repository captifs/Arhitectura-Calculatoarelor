$ cat flow/constraint.sdc
current_design hex_display

set clk_period 3.3
set clk_io_pct 0.2

create_clock -name clk0 -period $clk_period

set non_clock_inputs [all_inputs -no_clocks]
set_input_delay [expr $clk_period * $clk_io_pct] -clock clk0 $non_clock_inputs
set_output_delay [expr $clk_period * $clk_io_pct] -clock clk0 [all_outputs]
$ cat flow/config.mk
export PLATFORM = sky130hd
export DESIGN_NAME = hex_display
export DESIGN_NICKNAME = hex_display
export VERILOG_FILES = /design/flow/design.v
export SDC_FILE = /design/flow/constraint.sdc
export NUM_CORES = 4
export LEC_CHECK = 1
export CORE_AREA = 10 10 72 72
export DIE_AREA = 0 0 82 82
$ cat flow/design.v
`timescale 1ns / 1ps
module hex_display(
		x, y,
		valid_addr, addr, data,
		char_addr, char_data,
		rgb
	);
parameter pos_x = 0;
parameter pos_y = 0;
parameter x_width = 10;
parameter y_width = 10;
parameter rows = 1;
parameter cols = 1;
parameter even_row_even_col_fg	= 7;		 
parameter even_row_odd_col_fg		= 7;		 
parameter odd_row_even_col_fg		= 7;		 
parameter odd_row_odd_col_fg		= 7;		 
parameter even_row_even_col_bg	= 0;		 
parameter even_row_odd_col_bg		= 0;		 
parameter odd_row_even_col_bg		= 0;		 
parameter odd_row_odd_col_bg		= 0;		 
parameter addr_width = 16;
parameter data_width = 16;
parameter data_delay = 1;
parameter char_rows = 8;
parameter char_cols = 8;
parameter char_row_width = 3;
parameter char_col_width = 3;
parameter char_delay = 1;
parameter word_rows = char_rows;
parameter word_cols = (data_width / 4) * char_cols;
parameter char_addr_width = char_row_width + 8;
input	[x_width-1 : 0]			x;
input	[y_width-1 : 0]			y;
output								valid_addr;
output[addr_width-1 : 0]		addr;
input	[data_width-1 : 0]		data;
output[char_addr_width-1 : 0]	char_addr;
input	[0 : char_cols-1]			char_data;
output[2 : 0]						rgb;
wire[x_width-1 : 0]				area_x_data, area_x_char, area_x_rgb, col_data, col_char, col_rgb;
wire[y_width-1 : 0]				area_y, row;
wire									active_data, active_char, active_rgb;
wire[(data_width / 4)-1 : 0]	nibble_idx;
wire[3 : 0]							nibble;
wire[7 : 0]							char;
wire[char_row_width-1 : 0]		char_row;
wire[char_col_width-1 : 0]		char_col;
wire[char_addr_width-1 : 0]	char_addr;
wire[2:0]							foreground[3:0];
wire[2:0]							background[3:0];
assign foreground[0] = even_row_even_col_fg;
assign foreground[1] = even_row_odd_col_fg;
assign foreground[2] = odd_row_even_col_fg;
assign foreground[3] = odd_row_odd_col_fg;
assign background[0] = even_row_even_col_bg;
assign background[1] = even_row_odd_col_bg;
assign background[2] = odd_row_even_col_bg;
assign background[3] = odd_row_odd_col_bg;
assign area_x_data = x - pos_x;
assign area_x_char = area_x_data - data_delay;
assign area_x_rgb = area_x_char - char_delay;
assign area_y = y - pos_y;
assign col_data = area_x_data / word_cols;
assign col_char = area_x_char / word_cols;
assign col_rgb = area_x_rgb / word_cols;
assign row = area_y / word_rows;
assign active_data = (col_data >= 0) && (col_data < cols) && (row >= 0) && (row < rows);
assign active_char = (col_char >= 0) && (col_char < cols) && (row >= 0) && (row < rows);
assign active_rgb = (col_rgb >= 0) && (col_rgb < cols) && (row >= 0) && (row < rows);
assign valid_addr = active_data;
assign addr = active_data ? (row * cols + col_data) : 0;
assign nibble_idx = ((data_width / 4) - 1) - (area_x_char % word_cols) / char_cols;
assign nibble = {	data[{nibble_idx, 2'h3}],
						data[{nibble_idx, 2'h2}],
						data[{nibble_idx, 2'h1}],
						data[{nibble_idx, 2'h0}]};
assign char = nibble < 10 ? (nibble + 8'h30) : (nibble - 10 + 8'h61);
assign char_col = area_x_rgb % char_cols;
assign char_row = area_y % char_rows;
assign char_addr = active_char ? (char * char_cols + char_row) : 0;
assign rgb = active_rgb ? (char_data[char_col] ? foreground[{row[0], col_rgb[0]}] : background[{row[0], col_rgb[0]}]) : 0;
endmodule
$ cat flow/run.sh
#!/bin/bash
# OpenROAD 26Q1-2900-gdf79404cd8, Yosys 0.63+post, stock flow scripts
make -C /OpenROAD-flow-scripts/flow DESIGN_CONFIG=/design/flow/config.mk WORK_HOME=/design/flow/orfs finish
==> impl_metrics.json <==
{
  "status": "complete, but fails checks",
  "failed_checks": "setup timing",
  "cp_slowest_cell": "mux4_2",
  "synth_cells": 138,
  "grt-ovfl-total": 0,
  "cp_slowest_stage_delay_ps": 550,
  "drc": 0,
  "design.seq.count": 0,
  "floorplan.die.height_um": 82,
  "part_of_the_cycle_the_worst_path_needs": 1.20,
  "core_area_um2": 3690,
  "holdCritPathClass": "in -> out",
  "arrival_ps": 3310,
  "routed_via_density": 4.77,
  "core_util_floorplan": 0.285,
  "detail_route.iter0.violations": 38,
  "place_inst": 286,
  "ys_seq_share": 0,
  "rsz_0062_raised_after_global_routing": "true",
  "dpl-instance-area_um2": 2070,
  "timing.critical_path.required_ps": 2640,
  "ys_cells": 138,
  "critical_path.startpoint_type": "input pin",
  "ctsHoldBuffers": 0,
  "power.static_leakage_nw": 1.11,
  "crit_top_cell": "ha_4",
  "layout-area-overhead-vs-synth_pct": 134,
  "final_max_slew_violation_tally": 0,
  "first_pass_iters": 4,
  "fin_ws_ps": -672,
  "dp.final_hpwl_um": 3390,
  "number_of_placed_i_o_pins": 75,
  "post_layout_nonfiller_instances": 306,
  "global_route.usage.total": 0.117,
  "routed-wl-met3_um": 314,
  "netlist_area_um2": 1050,
  "numPortBuffers": 64,
  "finalWirelength_um": 4450,
  "m1WireLength_um": 2000,
  "route.vias.total": 1460,
  "layout.clock_buffers": 0,
  "cp_launch_point": "x[2]",
  "max_clock_freq_mhz": 252,
  "netlist-cell-type-count": 43,
  "synthesis.area_per_instance_um2": 7.63,
  "min_period_ps": 3970,
  "pre_cts_ws_ps": -1580,
  "ff_latch_area_um2": 0,
  "ys_area_um2": 1050,
  "crit_chain": "buf_12 > inv_12 > ha_4 > or2b_4 > xnor2_4 > mux4_2 > inv_2 > ha_4 > inv_4 > ha_4 > or3_1 > mux2_4 > a31oi_1 > buf_2",
  "grt_start_max_net_pins": 9,
  "yosys.cell_count.top_type": "buf_4",
  "routabilityCongestion": 0.837,
  "final_setup_violation_count": 10,
  "route.antenna.diode_count": 0,
  "number_of_global_route_vias_before_repair": 1446,
  "wire_length_of_the_first_global_routing_pass_um": 6470,
  "synthTopCellsByArea": "ha_1 (13%), buf_4 (9.3%), mux4_2 (6.4%)",
  "warnings": 36,
  "postLayoutCellArea_um2": 2460,
  "die.size.x_um": 82,
  "antenna_violating_nets_post_route": 0,
  "worstSetupEndpoint": "char_addr[6]",
  "floorplan.rows": 22,
  "chip_area_um2": 6720,
  "power-per-cell-area_nw_per_um2": 149,
  "dr.max_layer_used": "met4",
  "average_wire_per_cell_in_the_routed_design_um": 14.6,
  "yosysWarningCount": 1,
  "vdd.ir_drop.worst_mv": 0.0661,
  "antenna_found_initial": 0,
  "netlist.area_leader.share": 0.131,
  "post_route_cells_drive_above_1_share": 0.512,
  "yosys-top-cells-count": "buf_4 (13), a21oi_1 (11), ha_1 (11), inv_1 (11), nand2_1 (10)",
  "final-hold-violation-count": 0,
  "synth.largest_area_cell": "ha_1",
  "timing.max_cap.violations": 0,
  "hold_slack_ps": 1910,
  "met2WireLength_um": 2080,
  "crit_type": "in -> out",
  "timing.critical_path.to_type": "primary output",
  "timing.critical_path.fanout_max": 3
}
final cells by class:
cell class	instances	area, um^2
Inverter	11	73.8
Fill cell	273	1230
Multi-Input combinational cell	122	1200
Tap cell	48	60.1
Timing Repair Buffer	125	1130
logic make-up (layout without fill, tap and decap cells):
| kind of cell | Yosys count | after routing | synth area share |
|---|---|---|---|
| simple gates | 57 | 57 | 0.327 |
| compound gates | 27 | 27 | 0.163 |
| buf+inv | 26 | 136 | 0.147 |
| fa+ha+maj | 12 | 12 | 0.150 |
| xor+xnor | 8 | 8 | 0.0737 |
| mux | 7 | 7 | 0.136 |
| other cells | 1 | 11 | 0.00356 |
cell usage in the layout (no fill, tap or decap), types with 6 or more instances in the layout:
cell type	n
a21oi_2	7
buf_2	6
buf_4	45
buf_6	17
clkbuf_2	6
clkdlybuf4s50_1	38
conb_1	11
dlymetal6s2s_1	6
nand2_1	9
worst min-delay path by stage:
stage     cells after the start           end  slack, ps  startpoint
4_1_cts                       6        rgb[1]       2010        x[1]
5_1_grt                       4  char_addr[2]       1950        y[2]
6_report                      4  char_addr[2]       1910        y[2]
per-stage QoR:
step           utilization  setup TNS (ps)  total power [mW]
6_report             0.667           -3050             0.367
5_1_grt              0.667           -4170             0.393
4_1_cts              0.611           -4710             0.323
3_5_place_dp         0.562          -14340             0.279
3_3_place_gp         0.562          -13730             0.275
2_1_floorplan            -            -825             0.147
metal layers:
layer,GRT usage,up-vias
met5,0,-
met3,0.0253,6
met2,0.204,53
met1,0.148,679
met4,0.0136,0
li1,-,722
where the power goes:
group	internal [mW]	switching, mW
sequential	0	0
combinational	0.219	0.148
clock	0	0
total	0.219	0.148
worst max-delay path: cells and delay by family:
| family | cells | cell delay, ps |
|---|---|---|
| compound gates | 1 | 120 |
| xor+xnor | 1 | 200 |
| mux | 2 | 810 |
| fa+ha+maj | 3 | 480 |
| buf+inv | 5 | 410 |
| simple gates | 2 | 640 |
what timing repair did:
item | CTS | global route
endpoints found under the setup margin | 19 | 19
pin swaps | 24 | 26
setup buffers | 11 | 11
gates resized | 80 | 55
Power and IR drop assume default switching activity.
